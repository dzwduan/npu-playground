## /design/flow/design.v

```verilog
module gshare(
    input clk,
    input areset,
    input  predict_valid,
    input  [6:0] predict_pc,
    output predict_taken,
    output logic [6:0] predict_history,
    input train_valid,
    input train_taken,
    input train_mispredicted,
    input [6:0] train_history,
    input [6:0] train_pc
);
logic [1:0] PHT[128]; 
integer i;
always_ff @(posedge clk or posedge areset) begin
    if (areset) begin
        predict_history <= 7'b0;
        for (int i = 0; i < 128; i = i + 1) begin
            PHT[i] <= 1;
        end
    end
    else begin
        if (train_valid & train_mispredicted) begin
            predict_history <= {train_history[5:0], train_taken};
        end
        else if (predict_valid) begin
            predict_history <= {predict_history[5:0], predict_taken};
        end
        if(train_valid) begin
            if (train_taken)
                PHT[train_pc ^ train_history] <= (PHT[train_pc ^ train_history] == 2'b11) ? 2'b11 : (PHT[train_pc ^ train_history] + 1);
            else
                PHT[train_pc ^ train_history] <= (PHT[train_pc ^ train_history] == 2'b00) ? 2'b00 : (PHT[train_pc ^ train_history] - 1);
        end
    end
end
assign predict_taken = PHT[predict_history ^ predict_pc][1];
endmodule
```

## /design/flow/run.sh

```bash
#!/bin/bash
# OpenROAD 26Q1-2900-gdf79404cd8, Yosys 0.63+post, stock flow scripts
make -C /OpenROAD-flow-scripts/flow DESIGN_CONFIG=/design/flow/config.mk WORK_HOME=/design/flow/orfs finish
```

## /design/flow/config.mk

```make
export PLATFORM = sky130hd
export DESIGN_NAME = gshare
export DESIGN_NICKNAME = gshare
export VERILOG_FILES = /design/flow/design.v
export SDC_FILE = /design/flow/constraint.sdc
export NUM_CORES = 4
export LEC_CHECK = 1
export CORE_UTILIZATION = 40
```

## /design/flow/constraint.sdc

```tcl
current_design gshare

set clk_period 12.4
set clk_io_pct 0.2

create_clock -name clk0 -period $clk_period [get_ports {clk}]

set non_clock_inputs [all_inputs -no_clocks]
set_input_delay [expr $clk_period * $clk_io_pct] -clock clk0 $non_clock_inputs
set_output_delay [expr $clk_period * $clk_io_pct] -clock clk0 [all_outputs]
```

==> reports/qor.yml <==
grt:
  first_global_vias: 15543
  grt_max_degree: 62
  overflow: 0
  antenna_found_initial: 1
  grt_usage_pct: 44.60
  grt_pass1_wl_um: 117600
clock_tree:
  cts_hold_repair.buffers: 0
  clock-sinks: 263
  insertion_delay_ps: 570
  cts_setup_buffers: 0
  cts_root_buffer: "clkbuf_16"
  cts_buffers: 30
  post_cts_resized: 0
  cts.htree.levels: 1
  cts_tree: "done"
  ctsLongestPathBuffers: 3
  clk_pin_slew_ps: 60
drt:
  wl_um: 82570
  wl_per_cell_um: 33.77
  antennaDiodeCount: 0
  drt-pass1-iter-count: 8
  drc: 0
  drtIter0Drc: 1764
  ant_nets: 0
  dr_total_vias: 16276
  post_drt_via_cell_ratio: 6.657
layout:
  seq_area_um2: 6741
  syn_to_final_growth_pct: 15.85
  logic_area_um2: 8359
  drive_gt1_share_pct: 17.37
  fill_cells: 3670
floorplan:
  die_y_um: 198.4
  rows: 71
  io_pins: 35
  die_w_um: 198.4
  coreArea_um2: 37840
  dieArea_um2: 39360
  fp_util_pct: 40.77
logic_synthesis:
  ys_warn_count: 2
  yosys.area.top_type: "dfrtp_1"
  synth_flop_count: 263
  async_flop_share_pct: 100.0
  ys_top_cells_by_area: "dfrtp_1, dfstp_2, nand2_1"
  edf_count: 0
  synth_cell_type_count: 65
  synth_cells: 1892
  ff_type: "dfrtp_1"
  synth_seq_share_pct: 43.69
  netlist.area_leader.share_pct: 21.90
  synth_chip_area_um2: 15430
  yosys_cells: 1892
  synthTopCellsByCount: "nand2_1, o21ai_0, dfrtp_1"
  synth_area_um2: 15430
  synth_top_cell_by_count: "nand2_1"
  avgSynthCellArea_um2: 8.155
critical_path:
  path_cells: "clkdlybuf4s50_1, xnor2_2, buf_4, nor2_1, a222oi_1, o32ai_1, a211o_1, nor4_1, nand4_1, mux2_2, clkdlybuf4s50_1"
  crit_arrival_ps: 6180
  slowest_delay_ps: 560
  crit_top_cell: "clkdlybuf4s50_1"
  worstSetupPathType: "input pin to primary output"
  slowest_stage: "clkdlybuf4s50_1"
  cp-start-kind: "input pin"
  crit_path_max_fanout: 38
  worstPathRequired_ps: 9920
  endpoint_kind: "primary output"
power_and_ir_drop:
  power_frac_comb_pct: 27.3
  irDropWorstVdd_uv: 131.3
  clkPwrFrac_pct: 33.7
  seqPwrFrac_pct: 39.0
  power_switching_mw: 0.9869
  static-leakage-power_nw: 6.373
  internal-power_mw: 1.726
  switching_share_pct: 36.38
  p_total_mw: 2.713
  power.density_nw_per_um2: 151.8
timing:
  fin_crit_sh_pct: 69.88
  max_slew_margin_pct: 28.96
  finalSetupViolations: 0
  final.setup_skew_ps: 17.49
  fin_tns_setup_ps: 0
  rsz0062_at_grt: "no"
  final-hold-violation-count: 0
  worst_pin_slew_ps: 1062
  fmax_mhz: 115.4
  drv_slew: 0
  min_period_ps: 8665
place:
  io_buffers: 34
  dp_hpwl_um: 59450
  place_congestion: 1.130
job:
  tool_warnings: 25
  drv_cap: 0
hold_path:
  hold_class: "flop to flop"
status:
  status: "finished, final reports clean"
[metrics by stage]
stage	hold slack [ps]	area, um^2	utilization, %	cells	setup slack (ps)
floorplan	441.0	15430	-	1892	2892
global placement	452.4	16850	44.52	2390	3710
detailed placement	457.0	16850	44.52	2390	3797
CTS	467.4	17870	47.23	2445	3782
global route	481.4	17870	47.23	2445	3582
finish	466.0	17870	47.23	2445	3735
[cells in the final DEF, fill, tap and decap left out, types with 8 or more instances in the layout]
master,Yosys,layout
a2111oi_0,15,15
mux2i_1,23,23
a221oi_1,9,9
o32ai_1,9,9
dfrtp_1,135,135
nor3_1,47,42
o21ai_1,60,60
nand3_1,104,104
clkbuf_1,80,9
o22ai_1,23,23
buf_4,7,100
nor4_2,2,12
a32oi_1,15,15
nor4_1,32,20
a21oi_1,62,62
a32o_1,11,11
nand4_1,43,43
dfstp_2,128,128
a22oi_1,43,43
a31oi_1,34,34
clkdlybuf4s50_1,0,34
mux2_2,11,11
nor2_1,58,58
a211oi_1,19,19
nand2_1,484,484
xnor2_2,4,8
and3_1,16,16
clkbuf_16,0,31
a22o_1,24,24
o21ai_0,233,233
[worst paths after layout]
kind                                             start                     end  slack (ps)  cells past startpoint
worst max-delay path                     predict_pc[2]           predict_taken        3740                     11
worst min-delay path            PHT[99][0]$_DFFE_PP1P_  PHT[99][0]$_DFFE_PP1P_         470                      2
worst max register to register  PHT[47][0]$_DFFE_PP1P_  PHT[33][1]$_DFFE_PP0P_        7890                     10
worst min register to register  PHT[99][0]$_DFFE_PP1P_  PHT[99][0]$_DFFE_PP1P_         470                      2
max in group asynchronous                       areset  PHT[44][1]$_DFFE_PP0P_        8220                      4
min in group asynchronous                       areset  PHT[11][1]$_DFFE_PP0P_        2330                      2
[registers in the layout, indices dropped and copies added (netlist names)]
register and cells:
PHT 256, predict_history 7
[final cells by class]
class                   count  area share (%)
multi-input cells        1479           46.77
flip-flops and latches    263           37.72
repair buffers            134           6.104
clock buffers              46           4.991
well taps                 511           3.577
clock inverters             9          0.7420
inverters                   3          0.1050
[power by group through the flow]
stage | clock (mW) | combinational, mW | sequential, mW
global route | 0.958 | 0.773 | 1.06
CTS | 0.927 | 0.718 | 1.06
finish | 0.915 | 0.740 | 1.06
[critical path, delay by kind of cell]
| family | cells | cell delay [ps] |
|---|---|---|
| AOI/OAI and AO/OA | 3 | 860 |
| xor gates and xnor gates | 1 | 130 |
| buffers and inverters | 3 | 1470 |
| muxes | 1 | 350 |
| and+or+nand+nor | 3 | 880 |
[cells by family (layout without fill, tap and decap cells)]
| logic type | after synthesis | in the layout | synth area share [%] |
|---|---|---|---|
| AOI/OAI and AO/OA | 607 | 607 | 24.48 |
| and+or+nand+nor | 808 | 808 | 23.13 |
| DFF | 263 | 263 | 43.69 |
| muxes | 35 | 35 | 2.441 |
| xor gates and xnor gates | 29 | 29 | 1.987 |
| buffers and inverters | 150 | 192 | 4.266 |
[layer usage]
layer  share of wire [%]  global-route usage, %  vias to the layer above
met5                   0                      0                        -
met2                  42                  62.65                     1099
li1                    -                      -                     6999
met4                 6.5                  20.64                        0
met3                  13                  18.32                      300
met1                  39                  61.41                     7878
Power figures rest on the tool's default switching activity, not on a simulated workload.

$ cat design/flow/config.mk
export PLATFORM = sky130hd
export DESIGN_NAME = ChecksumRTL_noparam
export DESIGN_NICKNAME = ChecksumRTL_noparam
export VERILOG_FILES = /design/flow/design.v
export SDC_FILE = /design/flow/constraint.sdc
export NUM_CORES = 4
export LEC_CHECK = 1
export CORE_UTILIZATION = 30
$ cat design/flow/constraint.sdc
current_design ChecksumRTL_noparam

set clk_period 19.4
set clk_io_pct 0.2

create_clock -name clk0 -period $clk_period [get_ports {clk}]

set non_clock_inputs [all_inputs -no_clocks]
set_input_delay [expr $clk_period * $clk_io_pct] -clock clk0 $non_clock_inputs
set_output_delay [expr $clk_period * $clk_io_pct] -clock clk0 [all_outputs]
$ cat design/flow/design.v
module PipeQueue1EntryRTL__EntryType_Bits128
(
  input  logic [0:0] clk ,
  output logic [0:0] count ,
  input  logic [0:0] reset ,
  input logic [0:0] deq__en  ,
  output logic [0:0] deq__rdy  ,
  output logic [127:0] deq__ret  ,
  input logic [0:0] enq__en  ,
  input logic [127:0] enq__msg  ,
  output logic [0:0] enq__rdy  
);
  logic [127:0] entry;
  logic [0:0] full;
  always_comb begin : _lambda__s_in_q_q_deq_rdy
    deq__rdy = full & ( ~reset );
  end
  always_comb begin : _lambda__s_in_q_q_enq_rdy
    enq__rdy = ( ~reset ) & ( ( ~full ) | deq__en );
  end
  always_ff @(posedge clk) begin : ff_pipe1
    full <= ( ~reset ) & ( enq__en | ( full & ( ~deq__en ) ) );
    if ( enq__en ) begin
      entry <= enq__msg;
    end
  end
  assign count = full;
  assign deq__ret = entry;
endmodule
module PipeQueueRTL__EntryType_Bits128__num_entries_1
(
  input  logic [0:0] clk ,
  output logic [0:0] count ,
  input  logic [0:0] reset ,
  input logic [0:0] deq__en  ,
  output logic [0:0] deq__rdy  ,
  output logic [127:0] deq__ret  ,
  input logic [0:0] enq__en  ,
  input logic [127:0] enq__msg  ,
  output logic [0:0] enq__rdy  
);
  logic [0:0] q__clk;
  logic [0:0] q__count;
  logic [0:0] q__reset;
  logic [0:0] q__deq__en;
  logic [0:0] q__deq__rdy;
  logic [127:0] q__deq__ret;
  logic [0:0] q__enq__en;
  logic [127:0] q__enq__msg;
  logic [0:0] q__enq__rdy;
  PipeQueue1EntryRTL__EntryType_Bits128 q
  (
    .clk( q__clk ),
    .count( q__count ),
    .reset( q__reset ),
    .deq__en( q__deq__en ),
    .deq__rdy( q__deq__rdy ),
    .deq__ret( q__deq__ret ),
    .enq__en( q__enq__en ),
    .enq__msg( q__enq__msg ),
    .enq__rdy( q__enq__rdy )
  );
  assign q__clk = clk;
  assign q__reset = reset;
  assign q__enq__en = enq__en;
  assign q__enq__msg = enq__msg;
  assign enq__rdy = q__enq__rdy;
  assign q__deq__en = deq__en;
  assign deq__rdy = q__deq__rdy;
  assign deq__ret = q__deq__ret;
  assign count = q__count;
endmodule
module StepUnit_noparam
(
  input  logic [0:0] clk ,
  input  logic [0:0] reset ,
  input  logic [31:0] sum1_in ,
  output logic [31:0] sum1_out ,
  input  logic [31:0] sum2_in ,
  output logic [31:0] sum2_out ,
  input  logic [15:0] word_in 
);
  logic [31:0] __tmpvar__up_step_temp1;
  logic [31:0] __tmpvar__up_step_temp2;
  always_comb begin : up_step
    __tmpvar__up_step_temp1 = { { 16 { 1'b0 } }, word_in } + sum1_in;
    sum1_out = __tmpvar__up_step_temp1 & 32'd65535;
    __tmpvar__up_step_temp2 = sum1_out + sum2_in;
    sum2_out = __tmpvar__up_step_temp2 & 32'd65535;
  end
endmodule
module ChecksumRTL_noparam
(
  input  logic [0:0] clk ,
  input  logic [0:0] reset ,
  input logic [0:0] recv__en  ,
  input logic [127:0] recv__msg  ,
  output logic [0:0] recv__rdy  ,
  output logic [0:0] send__en  ,
  output logic [31:0] send__msg  ,
  input logic [0:0] send__rdy  
);
  logic [31:0] sum1;
  logic [31:0] sum2;
  logic [15:0] words [0:7];
  logic [0:0] in_q__clk;
  logic [0:0] in_q__count;
  logic [0:0] in_q__reset;
  logic [0:0] in_q__deq__en;
  logic [0:0] in_q__deq__rdy;
  logic [127:0] in_q__deq__ret;
  logic [0:0] in_q__enq__en;
  logic [127:0] in_q__enq__msg;
  logic [0:0] in_q__enq__rdy;
  PipeQueueRTL__EntryType_Bits128__num_entries_1 in_q
  (
    .clk( in_q__clk ),
    .count( in_q__count ),
    .reset( in_q__reset ),
    .deq__en( in_q__deq__en ),
    .deq__rdy( in_q__deq__rdy ),
    .deq__ret( in_q__deq__ret ),
    .enq__en( in_q__enq__en ),
    .enq__msg( in_q__enq__msg ),
    .enq__rdy( in_q__enq__rdy )
  );
  logic [0:0] steps__clk [0:7];
  logic [0:0] steps__reset [0:7];
  logic [31:0] steps__sum1_in [0:7];
  logic [31:0] steps__sum1_out [0:7];
  logic [31:0] steps__sum2_in [0:7];
  logic [31:0] steps__sum2_out [0:7];
  logic [15:0] steps__word_in [0:7];
  StepUnit_noparam steps__0
  (
    .clk( steps__clk[0] ),
    .reset( steps__reset[0] ),
    .sum1_in( steps__sum1_in[0] ),
    .sum1_out( steps__sum1_out[0] ),
    .sum2_in( steps__sum2_in[0] ),
    .sum2_out( steps__sum2_out[0] ),
    .word_in( steps__word_in[0] )
  );
  StepUnit_noparam steps__1
  (
    .clk( steps__clk[1] ),
    .reset( steps__reset[1] ),
    .sum1_in( steps__sum1_in[1] ),
    .sum1_out( steps__sum1_out[1] ),
    .sum2_in( steps__sum2_in[1] ),
    .sum2_out( steps__sum2_out[1] ),
    .word_in( steps__word_in[1] )
  );
  StepUnit_noparam steps__2
  (
    .clk( steps__clk[2] ),
    .reset( steps__reset[2] ),
    .sum1_in( steps__sum1_in[2] ),
    .sum1_out( steps__sum1_out[2] ),
    .sum2_in( steps__sum2_in[2] ),
    .sum2_out( steps__sum2_out[2] ),
    .word_in( steps__word_in[2] )
  );
  StepUnit_noparam steps__3
  (
    .clk( steps__clk[3] ),
    .reset( steps__reset[3] ),
    .sum1_in( steps__sum1_in[3] ),
    .sum1_out( steps__sum1_out[3] ),
    .sum2_in( steps__sum2_in[3] ),
    .sum2_out( steps__sum2_out[3] ),
    .word_in( steps__word_in[3] )
  );
  StepUnit_noparam steps__4
  (
    .clk( steps__clk[4] ),
    .reset( steps__reset[4] ),
    .sum1_in( steps__sum1_in[4] ),
    .sum1_out( steps__sum1_out[4] ),
    .sum2_in( steps__sum2_in[4] ),
    .sum2_out( steps__sum2_out[4] ),
    .word_in( steps__word_in[4] )
  );
  StepUnit_noparam steps__5
  (
    .clk( steps__clk[5] ),
    .reset( steps__reset[5] ),
    .sum1_in( steps__sum1_in[5] ),
    .sum1_out( steps__sum1_out[5] ),
    .sum2_in( steps__sum2_in[5] ),
    .sum2_out( steps__sum2_out[5] ),
    .word_in( steps__word_in[5] )
  );
  StepUnit_noparam steps__6
  (
    .clk( steps__clk[6] ),
    .reset( steps__reset[6] ),
    .sum1_in( steps__sum1_in[6] ),
    .sum1_out( steps__sum1_out[6] ),
    .sum2_in( steps__sum2_in[6] ),
    .sum2_out( steps__sum2_out[6] ),
    .word_in( steps__word_in[6] )
  );
  StepUnit_noparam steps__7
  (
    .clk( steps__clk[7] ),
    .reset( steps__reset[7] ),
    .sum1_in( steps__sum1_in[7] ),
    .sum1_out( steps__sum1_out[7] ),
    .sum2_in( steps__sum2_in[7] ),
    .sum2_out( steps__sum2_out[7] ),
    .word_in( steps__word_in[7] )
  );
  logic [0:0] __tmpvar__up_rtl_send_go;
  always_comb begin : up_rtl_send
    __tmpvar__up_rtl_send_go = in_q__deq__rdy & send__rdy;
    send__en = __tmpvar__up_rtl_send_go;
    in_q__deq__en = __tmpvar__up_rtl_send_go;
  end
  always_comb begin : up_rtl_sum
    send__msg = ( sum2 << 5'd16 ) | sum1;
  end
  assign in_q__clk = clk;
  assign in_q__reset = reset;
  assign steps__clk[0] = clk;
  assign steps__reset[0] = reset;
  assign steps__clk[1] = clk;
  assign steps__reset[1] = reset;
  assign steps__clk[2] = clk;
  assign steps__reset[2] = reset;
  assign steps__clk[3] = clk;
  assign steps__reset[3] = reset;
  assign steps__clk[4] = clk;
  assign steps__reset[4] = reset;
  assign steps__clk[5] = clk;
  assign steps__reset[5] = reset;
  assign steps__clk[6] = clk;
  assign steps__reset[6] = reset;
  assign steps__clk[7] = clk;
  assign steps__reset[7] = reset;
  assign in_q__enq__en = recv__en;
  assign in_q__enq__msg = recv__msg;
  assign recv__rdy = in_q__enq__rdy;
  assign words[0] = in_q__deq__ret[15:0];
  assign words[1] = in_q__deq__ret[31:16];
  assign words[2] = in_q__deq__ret[47:32];
  assign words[3] = in_q__deq__ret[63:48];
  assign words[4] = in_q__deq__ret[79:64];
  assign words[5] = in_q__deq__ret[95:80];
  assign words[6] = in_q__deq__ret[111:96];
  assign words[7] = in_q__deq__ret[127:112];
  assign steps__word_in[0] = words[0];
  assign steps__sum1_in[0] = 32'd0;
  assign steps__sum2_in[0] = 32'd0;
  assign steps__word_in[1] = words[1];
  assign steps__sum1_in[1] = steps__sum1_out[0];
  assign steps__sum2_in[1] = steps__sum2_out[0];
  assign steps__word_in[2] = words[2];
  assign steps__sum1_in[2] = steps__sum1_out[1];
  assign steps__sum2_in[2] = steps__sum2_out[1];
  assign steps__word_in[3] = words[3];
  assign steps__sum1_in[3] = steps__sum1_out[2];
  assign steps__sum2_in[3] = steps__sum2_out[2];
  assign steps__word_in[4] = words[4];
  assign steps__sum1_in[4] = steps__sum1_out[3];
  assign steps__sum2_in[4] = steps__sum2_out[3];
  assign steps__word_in[5] = words[5];
  assign steps__sum1_in[5] = steps__sum1_out[4];
  assign steps__sum2_in[5] = steps__sum2_out[4];
  assign steps__word_in[6] = words[6];
  assign steps__sum1_in[6] = steps__sum1_out[5];
  assign steps__sum2_in[6] = steps__sum2_out[5];
  assign steps__word_in[7] = words[7];
  assign steps__sum1_in[7] = steps__sum1_out[6];
  assign steps__sum2_in[7] = steps__sum2_out[6];
  assign sum1 = steps__sum1_out[7];
  assign sum2 = steps__sum2_out[7];
endmodule
$ cat design/flow/run.sh
#!/bin/bash
# OpenROAD 26Q1-2900-gdf79404cd8, Yosys 0.63+post, stock flow scripts
make -C /OpenROAD-flow-scripts/flow DESIGN_CONFIG=/design/flow/config.mk WORK_HOME=/design/flow/orfs finish
==> flow_summary.json <==
{
  "post_cts_resized": 0,
  "finalHoldViolations": 0,
  "clk_latency_ns": 0.35,
  "required_ns": 15.52,
  "grt_pass1_wl_mm": 42.7,
  "place.gp.congestion": 0.882,
  "vias": 7964,
  "core_area_mm2": 0.0376,
  "final_area_mm2": 0.0143,
  "ys_types": 63,
  "dieArea_mm2": 0.0389,
  "cts_setup_buffers": 0,
  "ant_nets": 0,
  "path_class": "flip-flop to output pin",
  "routedWlPerCell_um": 15.6,
  "clock_tree.buffer_depth": 2,
  "die_x_um": 197,
  "numPortBuffers": 165,
  "grt_antenna_before_repair": 4,
  "timing.fmax_mhz": 60.7,
  "r2r_end": "in_q.q.full",
  "drc": 0,
  "grt_use_total_pct": 15.3,
  "fin_crit_sh_pct": 84.9,
  "worstMarginPinSlew_ns": 0.708,
  "final_common_cell": "inv_1",
  "clkTransAtPathRegs_ns": 0.05,
  "edf_count": 128,
  "mux_area_share_pct": 0.634,
  "ys_sh_simple_pct": 8.83,
  "post-dp-hpwl_mm": 22.7,
  "hold-path-cell-count": 3,
  "clock_skew_ns": 0,
  "warnings": 155,
  "arrival_ns": 12.60,
  "min_from": "in_q.q.full",
  "r2r_setup_slack_ns": 18.69,
  "cts_buffers": 17,
  "grt_start_max_net_pins": 57,
  "slew_violations": 0,
  "hold_buffers": 0,
  "layout_top_cells": "inv_1 (183), clkdlybuf4s50_1 (164), ha_1 (129)",
  "layout-drive-gt1-share_pct": 4.04,
  "crit_family": "adder cells",
  "cts.htree.levels": 4,
  "r2r_start": "in_q.q.full",
  "rsz0062_at_grt": "no",
  "status": "finished clean",
  "cts_tree": "yes",
  "crit_path_frequent_cell": "ha_1",
  "viasPerCell": 4.49,
  "area_growth_pct": 24.8,
  "critPathLaunchType": "flip-flop",
  "ys.flops": 129,
  "synth_warnings": 17,
  "synthXorXnorAreaFrac_pct": 8.31,
  "ios": 166,
  "drtPass1Iterations": 5,
  "synthFlopType": "edfxtp_1",
  "fin_cells": 1774,
  "min_to": "in_q.q.full",
  "cp_num_buf_inv": 4,
  "ys_seq_share_pct": 33.8,
  "adder_share_pct": 30.2,
  "maxCapViolCount": 0,
  "clkSinkCount": 129,
  "max_slew_margin_pct": 52.2,
  "post_dp_cell_area_mm2": 0.0137,
  "hp-class": "flip-flop to flip-flop",
  "crit_cells": 54,
  "grt_pass1_vias": 7792,
  "wl_mm": 27.6,
  "slowest_stage": "fa_1",
  "async_flop_share_pct": 0,
  "rr_worst_depth": 3,
  "synth_cells": 1064,
  "top_logic_kind": "adder cells",
  "layout_min_cycle_time_ns": 16.48,
  "synthesis.area_mm2": 0.0114,
  "clockRootBuffer": "clkbuf_16",
  "die_y_um": 197,
  "ys_chip_area_mm2": 0.0114,
  "tns_ns": 0,
  "slowest_delay_ns": 0.54,
  "drt_iter0_drc": 328,
  "initCoreUtil_pct": 30.4,
  "ys_sh_aoi_pct": 12.2,
  "nFillCells": 3626,
  "ys_cells": 1064,
  "path_max_fanout": 6,
  "syn_area_per_cell_um2": 10.8,
  "setup_viol": 0,
  "critPathCaptureType": "output pin",
  "num_rows": 71,
  "gr-total-overflow": 0,
  "dp.cells": 1741
}
worst max path at each step:
stage,to,startpoint,slack (ns)
after CTS,send__msg[31],in_q.q.entry[0],2.80
final,send__msg[31],in_q.q.entry[0],2.92
after global routing,send__msg[31],in_q.q.entry[0],1.84
state kept, by name, indices dropped and copies added (netlist names):
register      count
in_q.q.full       1
in_q.q.entry    128
synthesized netlist by cell type (all sizes together) (3+ instances only):
library cell / n / area (µm²)
nor4: 3 / 18.8
a21o: 23 / 173
or4: 3 / 22.5
o31a: 3 / 26.3
ha: 129 / 1610
nor2: 69 / 259
or3: 3 / 18.8
nand3: 12 / 60.1
inv: 183 / 687
o21bai: 7 / 52.6
nand3b: 3 / 22.5
nand2b: 10 / 62.6
o21ai: 55 / 283
o41ai: 4 / 57.6
a31oi: 6 / 37.5
nor3b: 3 / 22.5
and3: 4 / 25.0
mux2i: 5 / 50.1
xor2: 34 / 298
fa: 92 / 1840
nor3: 18 / 90.1
nand2: 38 / 143
edfxtp: 128 / 3840
nand4: 4 / 25.0
a211oi: 6 / 55.1
o31ai: 4 / 43.8
a221oi: 3 / 26.3
o21a: 10 / 75.1
a21oi: 55 / 283
a21boi: 16 / 120
nor2b: 22 / 138
xnor2: 72 / 631
or2: 7 / 43.8
per-layer routing:
metal	part of all wire, %	up-vias	track usage [%]
li1	-	4032	-
met1	45	3696	22.1
met2	47	209	24.5
met3	6.8	21	4.29
met4	1.2	6	1.44
met5	0.13	-	0
per-stage QoR:
stage               util [%]  hold slack (ns)  setup WS [ns]
floorplan                  -            0.568           4.99
global placement        36.6            0.586           3.51
detailed placement      36.6            0.601           3.34
CTS                     38.0            0.614           2.80
global route            38.0            0.643           1.84
finish                  38.0            0.607           2.92
logic make-up after synthesis:
family | after synthesis
AND/OR/NAND/NOR | 206
buffers and inverters | 184
flip-flops | 129
adder cells (fa/ha/maj) | 221
multiplexers | 7
AND-OR/OR-AND | 210
XOR/XNOR | 107
worst reg2reg max path, cell delays in order (launching register included):
cell	delay (ns)
dfxtp_1	0.32
nor2b_1	0.16
nor2_1	0.05
nor2_1	0.11
cell type report:
cell class | instances | area, µm² | share of cell area [%]
clock inverters | 14 | 106 | 0.745
clock buffers | 18 | 429 | 3.01
diodes | 1 | 2.50 | 0.0175
well taps | 511 | 639 | 4.48
repair buffers | 167 | 1660 | 11.7
multi-input cells | 751 | 6880 | 48.2
inverters | 183 | 687 | 4.81
flip-flops and latches | 129 | 3860 | 27.1
